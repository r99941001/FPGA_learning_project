===== design/flow/design.v =====
module button (
    input logic clk,
    input logic btn0,
    output logic btn_out
);
logic btn_ff1;
logic btn_ff2;
logic btn_ff3;
localparam int COUNT_MAX = 128;
logic [$clog2(COUNT_MAX)-1:0] counter = '0;
logic btn_filter ='0;
always_ff @( posedge clk ) begin
    btn_ff1 <=btn0;
    btn_ff2 <=btn_ff1;
    btn_ff3 <=btn_ff2;  
end
always_ff @( posedge clk) begin
    if (btn_ff3 == btn_ff2 && counter <COUNT_MAX-1) counter <= counter +1;
    else if (btn_ff3 == btn_ff2 && counter == COUNT_MAX-1) btn_filter <=btn_ff3;
    else if (btn_ff3 != btn_ff2) counter <=0;
    btn_out <= btn_filter;
end
endmodule
module reset_signal(
    input logic clk,
    input logic ck_rst,
    output logic rst
);
logic rst_ff1;
logic rst_ff2;
always_ff @ (posedge clk)
begin
    rst_ff1 <= ck_rst;
    rst_ff2 <= rst_ff1;
    rst <= rst_ff2; 
end
endmodule
module top (
    input logic clk,   
    input logic ck_rst,
    input logic btn0,
    input logic uart_txd_in,
    output logic uart_rxd_out
);
logic rst;
logic btn_out;
logic [7:0]data_in = 'ha5;
reset_signal rst_signal(
  .clk (clk),
  .ck_rst (ck_rst),
  .rst (rst)
);
button button (
    .clk (clk),
    .btn0 (btn0),
    .btn_out (btn_out)
);
logic btn_ff1;
logic btn_re;
always_ff @( posedge clk ) begin
    btn_ff1 <= btn_out;
    btn_re <= btn_out && !btn_ff1; 
end
uart_tx #(
    .CLK_FREQ  (100E6), 
    .BAUD_RATE (115200)) 
uartx (
    .clk     (clk),
    .rst     (rst),
    .data_in (data_in),
    .send    (btn_re),
    .tx      (uart_rxd_out),
    .busy    ()
);
endmodule
module uart_tx #(
    parameter DATA_WIDTH = 8,
    parameter CLK_FREQ = 100_000_000,   
    parameter BAUD_RATE = 115200
)(
    input  logic clk,
    input  logic rst,              
    input  logic [7:0] data_in,
    input  logic send,
    output logic tx,  
    output logic busy              
);
localparam FRAME_WIDTH = DATA_WIDTH + 3;     
localparam integer CLKS_PER_BIT = CLK_FREQ / BAUD_RATE;  
logic [FRAME_WIDTH-1:0] shift_reg;           
logic [$clog2(CLKS_PER_BIT)-1:0] baud_cnt;   
logic [$clog2(FRAME_WIDTH+1)-1:0] bit_cnt;   
assign tx = shift_reg[0];
always_ff @(posedge clk) begin
    if (!rst) begin
        shift_reg <= '1;          
        baud_cnt  <= '0;
        bit_cnt   <= '0;
        busy      <= '0;          
    end
    else begin
        if (!busy && send) begin
            shift_reg <= {2'b11, data_in, 1'b0};
            baud_cnt  <= '0;
            bit_cnt   <= '0;
            busy      <= '1;                        
        end
        else if (busy && bit_cnt < DATA_WIDTH+3) begin
            if (baud_cnt < CLKS_PER_BIT+1) begin
                baud_cnt <= baud_cnt +1;
            end
            else begin
                baud_cnt <= '0;
                shift_reg <= {1'b1, shift_reg[10:1]};
                bit_cnt   <= bit_cnt + 1;
            end 
        end
        else if (bit_cnt == DATA_WIDTH+3) begin
            bit_cnt <= '0;
            busy    <= '0;
        end
    end    
end
endmodule

===== design/flow/run.sh =====
#!/bin/bash
# OpenROAD 26Q1-2900-gdf79404cd8, Yosys 0.63+post, stock flow scripts
make -C /OpenROAD-flow-scripts/flow DESIGN_CONFIG=/design/flow/config.mk WORK_HOME=/design/flow/orfs finish

===== design/flow/config.mk =====
export PLATFORM = sky130hd
export DESIGN_NAME = top
export DESIGN_NICKNAME = top
export VERILOG_FILES = /design/flow/design.v
export SDC_FILE = /design/flow/constraint.sdc
export NUM_CORES = 4
export LEC_CHECK = 1
export CORE_AREA = 10 10 114 114
export DIE_AREA = 0 0 124 124

===== design/flow/constraint.sdc =====
current_design top

set clk_period 3.8
set clk_io_pct 0.2

create_clock -name clk0 -period $clk_period [get_ports {clk}]

set non_clock_inputs [all_inputs -no_clocks]
set_input_delay [expr $clk_period * $clk_io_pct] -clock clk0 $non_clock_inputs
set_output_delay [expr $clk_period * $clk_io_pct] -clock clk0 [all_outputs]

==> flow_summary.toml <==
# flow metrics
[timing]
max_slew_margin = 0.684
setup_viol = 0
hold_slack_ns = 0.330
clock_skew_ns = 0.00628
min_period_ns = 1.84
rsz0062_at_grt = "false"
fmax_mhz = 542
hold_violations = 0
slew_viol_final = 0
post-route-period-util = 0.485
fin_setup_tns_ns = 0
worst_pin_slew_ns = 0.471

[drt]
wl_per_cell_um = 8.91
drt-initial-drc-count = 66
routed_wl_um = 2770
drc_errors = 0
drtAntennaViolNets = 0
drtPass1Iterations = 4
insertedDiodeCount = 0
viasPerCell = 3.80
vias = 1182

[clock_network]
insertion_delay_ns = 0.29
cts_setup_buffers = 0
cts_buffers = 5
cts_hold_buf = 0
cts.repair.resized = 0
root_buffer = "clkbuf_8"
cts_tree = "built"
clk_pin_slew_ns = 0.08
h-tree-depth = 2
clockBufferDepth = 2
clock_sinks = 40

[cells_and_area]
register_area_um2 = 881
final_area_mm2 = 0.00206
logic_area_um2 = 863
nFillCells = 1116
largest_reg_flops = 10
area_growth_pct = 12.6
drive_gt1_frac = 0.177

[setup_path]
cpMaxStageDelayCell = "clkdlybuf4s50_1"
cp_cell_sequence = "clkdlybuf4s50_1"
r2r_setup_slack_ns = 2.05
critPathArrivalTime_ns = 1.08
critical_path.top_delay_family = "buffers and inverters"
timing.critical_path.to_type = "primary output"
crit_fanout = 2
rr_startpoint = "uartx.baud_cnt[0]"
setup.worst_path.start_class = "flop"
required_ns = 3.04
max_stage_delay_ns = 0.46
rr_endpoint = "uartx.shift_reg[3]"
r2r.worst_path.cells = 6
crit_buf_inv = 1
criticalPathCategory = "reg2out"

[floorplanning]
chipArea_mm2 = 0.0154
rows = 37
initial_core_util = 0.176
die_h_um = 124
chipWidth_um = 124
core_region_area_mm2 = 0.0104
ios = 5

[min_path]
min_path_cells = 0
min_to = "rst_signal.rst_ff2"
min_path_type = "reg2reg"
worstHoldStart = "rst_signal.rst_ff1"

[yosys]
edf_count = 8
yosys_area_mm2 = 0.00183
synth_cell_types = 39
ys_cells = 170
ys_ff = 40
syn_inst = 170
synthArstFlopShare = 0
yosysWarnings = 6
postSynthAreaPerCell_um2 = 10.8
syn-cell-area_mm2 = 0.00183
ys.flop_type = "dfxtp_1"
ys_seq_frac = 0.481

[power]
pwr_density_cell_mw_per_mm2 = 371
power.total_w = 0.000766
peakVddDrop_uv = 219
leakagePower_nw = 0.734

[placed_design]
portBuffers = 3
place.gp.congestion = 0.781
dp_hpwl_um = 1890
placed_cell_area_mm2 = 0.00197

[run]
drv_cap = 0
warnings = 27

[global_routing]
antenna_found_initial = 0
grt_pass1_vias = 1131
grt_overflow_total = 0
track_usage = 0.0384
grt_first_pass_wirelength_um = 4980
grt_start_max_net_pins = 19

[status]
status = "finished, final reports clean"
[where the power goes]
group | internal [W] | switching [W] | leakage [nW] | total [W]
registers | 0.000445 | 0.0000105 | 0.356 | 0.000455
logic | 0.0000132 | 0.0000147 | 0.327 | 0.0000279
clock network | 0.000145 | 0.000138 | 0.0510 | 0.000283
total | 0.000602 | 0.000164 | 0.734 | 0.000766
[worst reg2reg max path: stages, from the launching register on]
cell      delay, ns
dfxtp_1        0.37
inv_1          0.08
ha_1           0.19
nand2b_1       0.17
a21oi_4        0.30
o21a_4         0.36
mux2i_1        0.22
[worst max-delay path by stage]
stage / startpoint / end / depth (start not counted) / slack, ns
4_1_cts: uartx.shift_reg[0] / uart_rxd_out / 1 / 1.93
5_1_grt: uartx.baud_cnt[1] / uartx.shift_reg[6] / 6 / 1.90
6_report: uartx.shift_reg[0] / uart_rxd_out / 1 / 1.96
[cells in the mapped netlist, drive strengths merged, types with 2 or more instances]
master / number / area [um^2]
and3: 5 / 31.3
o21a: 2 / 30.0
o311ai: 2 / 32.5
ha: 4 / 50.1
edfxtp: 8 / 240
nand2: 13 / 51.3
mux2i: 7 / 70.1
nor3: 12 / 110
dfxtp: 32 / 641
nor2b: 3 / 18.8
o211ai: 7 / 52.6
a21oi: 3 / 26.3
xnor2: 9 / 78.8
xor2: 6 / 52.6
nand4: 3 / 18.8
inv: 7 / 26.3
nand3: 7 / 40.0
buf: 6 / 62.6
nand3b: 2 / 15.0
or3: 3 / 18.8
nand2b: 3 / 21.3
nor2: 17 / 73.8
o21ai: 4 / 23.8
[per-stage QoR]
step	cells	worst slack, ns	util
floorplan	170	2.25	-
global placement	303	2.07	0.189
detailed placement	303	2.05	0.189
CTS	311	1.93	0.198
global route	311	1.90	0.198
finish	311	1.96	0.198
[layout make-up]
type / count / area share
sequential: 40 / 0.427
multi-input combinational: 117 / 0.418
tap: 136 / 0.0825
clock buffer: 6 / 0.0400
timing repair buffer: 3 / 0.0146
inverter: 7 / 0.0127
clock inverter: 2 / 0.00485
[layout by cell type, fill, tap and decap left out, drive strengths merged, types with 3 or more instances in the layout]
cell,n
nand4,3
edfxtp,8
xnor2,9
o21ai,4
ha,4
nand3,7
clkbuf,6
inv,7
clkdlybuf4s50,3
dfxtp,32
or3,3
and3,5
mux2i,7
nor3,12
nor2,17
nand2,13
nand2b,3
a21oi,3
nor2b,3
xor2,6
o211ai,7
[routing by layer]
| metal | global-route usage | vias up | part of all wire |
|---|---|---|---|
| met5 | 0 | - | 0 |
| met4 | 0.0158 | 0 | 0.018 |
| met3 | 0.0101 | 5 | 0.038 |
| met2 | 0.0603 | 21 | 0.48 |
| met1 | 0.0495 | 554 | 0.47 |
| li1 | - | 602 | - |
[logic make-up after synthesis]
group	after synthesis	share of synthesized area
fa+ha+maj	4	0.0273
flops	40	0.481
buf+inv	13	0.0485
mux	7	0.0382
compound gates	20	0.0990
simple gates	71	0.235
xor+xnor	15	0.0717
Power figures rest on the tool's default switching activity, not on a simulated workload.
