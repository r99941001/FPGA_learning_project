## flow/config.mk

```make
export PLATFORM = sky130hd
export DESIGN_NAME = press_btn_to_turn_ON_LED
export DESIGN_NICKNAME = press_btn_to_turn_ON_LED
export VERILOG_FILES = /design/flow/design.v
export SDC_FILE = /design/flow/constraint.sdc
export NUM_CORES = 4
export LEC_CHECK = 1
export CORE_AREA = 10 10 81 81
export DIE_AREA = 0 0 91 91
```

## flow/design.v

```verilog
`timescale 1ns / 1ps
module press_btn_to_turn_ON_LED(
    input logic clk,   
    input logic sw0,
    input logic btn0,
    output logic led0
    );
    logic sw_ff1;      
    logic sw_ff2;
    always_ff@ (posedge clk)
    begin
        sw_ff1 <= sw0;
        sw_ff2 <= sw_ff1;
    end
    logic btn_ff1;     
    logic btn_ff2;
    logic btn_ff3;
    logic led0_in;
    logic led0_out;
    logic ctrl;
    always_ff @ (posedge clk)
    begin
        btn_ff1 <=btn0;
        btn_ff2 <=btn_ff1;
        btn_ff3 <=btn_ff2;  
    end
    localparam int COUNT_MAX = 128;
    logic [$clog2(COUNT_MAX)-1:0] counter = '0;
    logic btn_filter;
    logic btn_filter_ff;
    always_ff @ (posedge clk)
    begin
        if(btn_ff2 == btn_ff3 && counter < COUNT_MAX-1)   
        begin
            counter<=counter+1;
        end
        else if (btn_ff2 != btn_ff3)  
        begin
            counter<=0;
        end
        if (counter == COUNT_MAX-1) btn_filter <=btn_ff3;  
        btn_filter_ff <= btn_filter;   
        if(btn_filter_ff == 1 && btn_filter == 0)  
        begin
            ctrl <= ~ctrl;                          
        end
        led0 <= ctrl;   
    end 
endmodule
```

## flow/run.sh

```bash
#!/bin/bash
# OpenROAD 26Q1-2900-gdf79404cd8, Yosys 0.63+post, stock flow scripts
make -C /OpenROAD-flow-scripts/flow DESIGN_CONFIG=/design/flow/config.mk WORK_HOME=/design/flow/orfs finish
```

## flow/constraint.sdc

```tcl
current_design press_btn_to_turn_ON_LED

set clk_period 1.8
set clk_io_pct 0.2

create_clock -name clk0 -period $clk_period [get_ports {clk}]

set non_clock_inputs [all_inputs -no_clocks]
set_input_delay [expr $clk_period * $clk_io_pct] -clock clk0 $non_clock_inputs
set_output_delay [expr $clk_period * $clk_io_pct] -clock clk0 [all_outputs]
```

==> qor.txt <==
Arr. time, crit path - 1420 ps
Grt met3 use - 0.01328
Worst vdd ir - 0.4196 mV
Synth flops - 14
Clk ins delay skew pair - 240 ps
Core area - 4817 um2
Min-Delay Path Class - flop to flop
WL per Instance - 7.122 um
Longest Clk Path Bufs - 2
Drt total wl - 819 um
DR vias - 326
Tool warnings - 26
HPWL after DPL - 581 um
Top cells by area - edfxtp_1 50%, dfxtp_1 19%, xor2_1 4.9%, nor2_1 4.2%, a21oi_1 2.8%
Pins Over Slew Limit - 0
Gr busiest metal - met2
FP Core Util - 0.1112
Post-synth seq share - 0.6916
Ys cells - 42
DIE AREA - 8281 um2
Crit-path max FO - 7
Most numerous cell in the Yosys netlist - edfxtp_1
PortBufs - 2
Die y size - 91 um
Worst Path Class, Setup - flop to flop
Pleak - 0.0002311 uW
Hold Violations, Final - 0
Crit-path slowest cell - or3_1
Synth warn - 1
DP Worst Slack - 383.9 ps
CTS tree - yes
Max-cap violations - 0
Post-CTS setup buffers - 0
Period utilization - 0.8161
Post-DR vias/cell - 2.835
Detail Route Antenna Nets - 0
Grt met2 use - 0.02864
Share of cells above drive strength 1 - 0.1042
First-pass GRT wire length - 1455 um
GR Overflow Total - 0
Num CTS Buffers - 3
GPL Wtd Cong - 0.8955
Row Count - 25
Initial antenna violation count - 0
Number of cells produced by synthesis - 42
Clk pwr share - 0.427
PD cells - 1013 nW/um2
Relative slew margins - 0.7075
EDFF count, synth - 9
FMAX - 0.6807 GHz
Top delay family on crit path - simple AND/OR/NAND/NOR gates
DRT Pass-1 Iters - 4
Mean Syn Cell Area - 12.75 um2
CTS sink count - 14
Int Power - 566.2 uW
Status - finished, final reports clean
Combinational share of power - 0.047
RSZ-0062 raised after global routing - false
Antenna diodes - 0
Yosys chip area - 535.5 um2
Setup violators final - 0
Total design power - 703.5 uW
Ports - 4
Resized Gates After CTS - 0
1st-iter DRT viols - 17
Setup ws final - 330.9 ps
Top post-synthesis cells by count - 9 x edfxtp_1, 6 x nor2_1, 5 x dfxtp_1
Sequential power share - 0.527
Critical Path End Type - flop
Met1 layer usage reported by global route - 0.02613
Largest net degree at the start of global routing - 9
CP peak stage delay - 550 ps
Measured slew at the worst slew-check pin - 437.2 ps
Crit-path cells - nand4_1 -> or3_1
Net Switching - 137.3 uW
Sw frac - 0.1952
CTS H-Tree Depth - 1
Dominant Register Cell - edfxtp_1
Setup tns final - 0 ps
Die Wd - 91 um
Root buffer cell - clkbuf_8
Worst path required time - 1750 ps
WP buf/inv - 0
Skew final - 2.402 ps
Mapped Area - 535.5 um2
Vias in the first global route - 328
CP Launch Type - flop
FFs w/ async S/R, synth - 0
Reg clk slew, reported paths - 60 ps
Number of distinct library cells after synthesis - 18
Hold buffers post-CTS - 0
Area growth from synthesis to final layout - 29.67%
Synth top area share - 0.5047
Yosys top cell by area - edfxtp_1
Tmin final - 1469 ps
Total Routing Usage GR - 0.02029
DRC viols - 0
==> cells in the final DEF (no fill, tap or decap) <==
cell	netlist	routed
ha_1	1	1
nand4_1	1	1
a21oi_1	3	3
o21ai_0	1	1
nor2b_1	1	1
xnor2_1	1	1
clkbuf_8	0	4
dfxtp_1	5	5
nor4_1	1	1
clkdlybuf4s50_1	0	2
edfxtp_1	9	9
xor2_1	3	3
nand2_1	2	2
a31oi_1	1	1
or3_1	2	2
o21bai_1	1	1
inv_1	2	2
nor2_1	6	6
nand3_1	1	1
nand3_2	1	1
==> logic make-up (layout without fill, tap and decap cells) <==
group / after synthesis / in the layout / share of synthesized area
DFF: 14 / 14 / 0.6916
buffers and inverters: 2 / 8 / 0.01402
xor gates and xnor gates: 4 / 4 / 0.06543
AOI/OAI and AO/OA: 6 / 6 / 0.06308
and+or+nand+nor: 15 / 15 / 0.1425
adders and majority gates: 1 / 1 / 0.02336
==> per-stage QoR <==
stage,std cells,hold WS [ps],utilization,cell area [um2]
5_1_grt,115,333.5,0.1442,694.4
3_3_place_gp,111,312.2,0.1327,639.4
3_5_place_dp,111,315.7,0.1327,639.4
4_1_cts,115,329.2,0.1442,694.4
2_1_floorplan,42,309.6,-,535.5
6_report,115,326.3,0.1442,694.4
==> path summary, 6_finish.rpt <==
kind	from	end	slack, ps	cells after the start
worst max-delay path	counter[4]	counter[5]	330	2
worst max register to register	counter[4]	counter[5]	330	2
worst min-delay path	btn_ff1	btn_ff2	330	0
worst min register to register	btn_ff1	btn_ff2	330	0
==> routing by layer <==
layer	vias to the layer above	wire (um)
met2	18	363
met1	147	356
met4	0	0
li1	161	-
met5	-	0
met3	0	100
==> power by group through the flow <==
| stage | clock, uW | sequential [uW] | combinational (uW) |
|---|---|---|---|
| after CTS | 305 | 371 | 32.7 |
| after global routing | 328 | 374 | 37.0 |
| final | 300 | 370 | 32.8 |
==> layout make-up <==
type | count | area, um2
clock buffer | 4 | 55.05
fill | 541 | 4123
inverter | 2 | 7.507
multi-input combinational | 26 | 157.7
sequential | 14 | 370.4
tap | 67 | 83.83
timing repair buffer | 2 | 20.02
==> state kept, by name, indices dropped and copies added, names as in the netlist <==
register / count
counter: 7
btn_ff1: 1
btn_ff2: 1
btn_ff3: 1
btn_filter: 1
btn_filter_ff: 1
ctrl: 1
led0: 1
No activity file was given, so power comes from the tool's default toggle rates.
