`flow/design.v`:
```
`timescale 1ns / 1ps
module count_press_btn(
    input logic clk,   
    input logic sw0,
    input logic btn0,
    output logic [3:0] led
    );
    logic sw_ff1;      
    logic sw_ff2;
    always_ff@ (posedge clk)
    begin
        sw_ff1 <= sw0;
        sw_ff2 <= sw_ff1;
    end
    logic btn_ff1;     
    logic btn_ff2;
    logic btn_ff3;
    logic led0_in;
    logic led0_out;
    logic ctrl;
    always_ff @ (posedge clk)
    begin
        btn_ff1 <=btn0;
        btn_ff2 <=btn_ff1;
        btn_ff3 <=btn_ff2;  
    end
    localparam int COUNT_MAX = 128;
    logic [$clog2(COUNT_MAX)-1:0] counter_filter = '0;
    logic btn_filter;
    logic btn_filter_ff;
    always_ff @ (posedge clk)
    begin
        if(btn_ff2 == btn_ff3 && counter_filter < COUNT_MAX-1)   
        begin
            counter_filter<=counter_filter+1;
        end
        else if (btn_ff2 != btn_ff3)  
        begin
            counter_filter<=0;
        end
        if (counter_filter == COUNT_MAX-1) btn_filter <=btn_ff3;  
        btn_filter_ff <= btn_filter;   
        if(btn_filter_ff == 1 && btn_filter == 0)  
        begin
            ctrl <= ~ctrl;                          
        end
    end 
    logic [3:0] counter = '0;
    always_ff @ (posedge clk)
    begin
        if(btn_filter_ff == 1 && btn_filter == 0 )  
        begin
            counter <=counter +1;                          
        end
        led <= counter;
    end
endmodule
```
`flow/run.sh`:
```
#!/bin/bash
# OpenROAD 26Q1-2900-gdf79404cd8, Yosys 0.63+post, stock flow scripts
make -C /OpenROAD-flow-scripts/flow DESIGN_CONFIG=/design/flow/config.mk WORK_HOME=/design/flow/orfs finish
```
`flow/config.mk`:
```
export PLATFORM = sky130hd
export DESIGN_NAME = count_press_btn
export DESIGN_NICKNAME = count_press_btn
export VERILOG_FILES = /design/flow/design.v
export SDC_FILE = /design/flow/constraint.sdc
export NUM_CORES = 4
export LEC_CHECK = 1
export CORE_AREA = 10 10 93 93
export DIE_AREA = 0 0 103 103
```
`flow/constraint.sdc`:
```
current_design count_press_btn

set clk_period 1.8
set clk_io_pct 0.2

create_clock -name clk0 -period $clk_period [get_ports {clk}]

set non_clock_inputs [all_inputs -no_clocks]
set_input_delay [expr $clk_period * $clk_io_pct] -clock clk0 $non_clock_inputs
set_output_delay [expr $clk_period * $clk_io_pct] -clock clk0 [all_outputs]
```
==> flow_metrics.tcl <==
# flow metrics
set metrics [dict create \
    slew_headroom_pct 75.3 \
    finalSetupViolCount 0 \
    post_drt_wl_per_cell_um 6.81 \
    route.detailed.vias_per_inst 2.76 \
    p_leak_nw 0.314 \
    worst_hold_path.endpoint "btn_ff2" \
    fin_crit_ns 1.46 \
    holdBufCountCts 0 \
    synth.cell_area_um2 727 \
    whs_ns 0.329 \
    hpwlAfterDp_um 706 \
    antennaDiodeCount 0 \
    core_area_mm2 0.00676 \
    drt_iter0_drc 10 \
    post_layout_nonfiller_instances 143 \
    cts_tree "built" \
    r2r_slack_ns 0.34 \
    placed_cells_incl_taps 139 \
    layout_top_cell "sky130_fd_sc_hd__edfxtp_1" \
    hold_path_class "flop to flop" \
    fp_util_pct 10.8 \
    critPathKind "flop to flop" \
    synth.yosys.num_cells 53 \
    top_level_ports 7 \
    totalPowerFinal_uw 836 \
    max-clock-path-buffers 2 \
    upper_clock_frequency_limit_mhz 683 \
    synth.ff_latch_count 20 \
    pre_cts_ws_ns 0.364 \
    syn_avg_cell_area_um2 13.7 \
    count_of_buffers_from_port_buffering 5 \
    rsz0062_at_grt "false" \
    clock.latency.late_pin_ns 0.25 \
    cts_made_buffers 3 \
    worstSetupEndpointType "flop" \
    die_width_um 103 \
    final-max-slew-violation-count 0 \
    vias 394 \
    cts.repair_timing.setup_buffer_count 0 \
    chipArea_mm2 0.0106 \
    yosys-stat-area_um2 727 \
    clock_sink_count 20 \
    yosys.area.top_type_share_pct 49.6 \
    die_y_um 103 \
    clk_transition_reported_paths_ns 0.07 \
    antenna_found_initial 0 \
    stage_log_warnings 26 \
    globalRoute.totalOverflow 0 \
    post-route-period-util_pct 81.4 \
    clock-root-buffer "sky130_fd_sc_hd__clkbuf_8" \
    hold-path-cell-count 0 \
    antenna_violating_nets_post_route 0 \
    hold_path_startpoint "btn_ff1" \
    cts-htree-levels 1 \
    r2r-start "counter_filter[3]" \
    gp_congestion 0.800 \
    post_route_cells_drive_above_1_share_pct 7.94 \
    grt.total_usage_pct 1.79 \
    grt_max_degree 12 \
    setup-tns-final_ns 0 \
    hold_viol_final 0 \
    max_cap_violations 0 \
    netlist_instances 53 \
    drt_first_pass_iters 3 \
    p_per_area_mw_per_mm2 899 \
    cell_depth_of_the_worst_flop_to_flop_path 2 \
    required_ns 1.77 \
    mostFrequentLayoutCells "sky130_fd_sc_hd__edfxtp_1, sky130_fd_sc_hd__dfxtp_1, sky130_fd_sc_hd__nor2_1" \
    row_count 30 \
    worst_ir_drop_vdd_v 0.000243 \
    crit_fanout 7 \
    outcome "finished, final reports clean" \
    yosys_warns 1 \
    area_delta_synth_final_pct 27.9 \
    drc_errors 0 \
    worst_slack_ns 0.335 \
    yosys-top-cells-area "sky130_fd_sc_hd__edfxtp_1, sky130_fd_sc_hd__dfxtp_1, sky130_fd_sc_hd__xor2_1" \
    max_slew.worst_pin.slew_ns 0.370 \
    post_cts.resized_instances 0 \
    grt_first_pass_wirelength_um 1490 \
    clock_skew_ns 0.00297 \
    yosysTopAreaCell "sky130_fd_sc_hd__edfxtp_1" \
    synth-seq-area-share_pct 71.6 \
    worst_r2r_endpoint "counter_filter[1]" \
    critical_path.startpoint_type "flop" \
    via_count_of_the_first_global_routing_pass 350 \
    total_wirelength_of_the_detailed_routed_design_um 974 \
    critical_path_arrival_ns 1.43 \
    ys_types 17 \
]
critical path, stage by stage (launching register included):
cell and delay, ns:
sky130_fd_sc_hd__edfxtp_1 0.42, sky130_fd_sc_hd__nand4_1 0.19, sky130_fd_sc_hd__or3_1 0.56
metal layers:
metal / vias up / wire (um) / track usage (%)
li1: 207 / - / -
met1: 177 / 524 / 2.45
met2: 10 / 349 / 2.24
met3: 0 / 99 / 1.35
met4: 0 / 0 / 0.214
met5: - / 0 / 0
how the worst max path moves through the flow:
stage / from / to / slack (ns) / depth (start not counted)
final: counter_filter[3] / counter_filter[1] / 0.34 / 2
after global routing: counter_filter[3] / counter_filter[1] / 0.25 / 2
after CTS: counter_filter[3] / counter_filter[4] / 0.35 / 2
metrics by stage:
step,util [%],cell area (um^2)
after floorplan,-,727
after global placement,13.1,885
after detailed placement,13.1,885
after CTS,13.8,930
after global routing,13.8,930
final,13.8,930
state kept, by name, indices dropped and copies added, names as in the netlist:
register and count:
counter 4, btn_ff1 1, counter_filter 7, btn_filter_ff 1, btn_ff2 1, btn_filter 1
led 4, btn_ff3 1
logic make-up (layout without fill, tap and decap cells):
group	count (synthesis)	in the layout	synth area share (%)
DFF	20	20	71.6
adders and majority gates	2	2	3.44
xor gates and xnor gates	7	7	8.43
AOI/OAI and AO/OA	6	6	4.30
buffers and inverters	2	12	1.03
and+or+nand+nor	16	16	11.2
synth_stat cells:
cell	count
sky130_fd_sc_hd__nand4_1	1
sky130_fd_sc_hd__dfxtp_1	8
sky130_fd_sc_hd__xor2_1	4
sky130_fd_sc_hd__nand3_2	1
sky130_fd_sc_hd__inv_1	2
sky130_fd_sc_hd__nor2b_1	1
sky130_fd_sc_hd__xnor2_1	3
sky130_fd_sc_hd__nor2_1	6
sky130_fd_sc_hd__ha_1	2
sky130_fd_sc_hd__nand3_1	2
sky130_fd_sc_hd__o21ai_0	2
sky130_fd_sc_hd__nor4_1	1
sky130_fd_sc_hd__edfxtp_1	12
sky130_fd_sc_hd__nand2_1	2
sky130_fd_sc_hd__a31oi_1	1
sky130_fd_sc_hd__or3_1	2
sky130_fd_sc_hd__a21oi_1	3
report_power, final:
part / total (mW) / internal, mW / switching (mW)
Sequential: 0.513 / 0.499 / 0.0142
Clock: 0.289 / 0.152 / 0.137
Combinational: 0.0342 / 0.0181 / 0.0161
Total: 0.836 / 0.669 / 0.167
final cells by class:
| class | count | area (um^2) |
|---|---|---|
| fillers | 748 | 5830 |
| well taps | 80 | 100 |
| flip-flops and latches | 20 | 520 |
| clock buffers | 3 | 41.3 |
| clock inverters | 1 | 3.75 |
| inverters | 2 | 7.51 |
| multi-input cells | 31 | 199 |
| repair buffers | 6 | 57.6 |
